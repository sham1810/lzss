==> flow/design.v <==
module sync_fifo #(parameter Dwidth = 16, Ddepth = 2)(
	input               WRITE ,
	input  [Dwidth-1:0] WR_DATA ,
	input               READ ,  
	output [Dwidth-1:0] RD_DATA ,
	output              FULL , 
	output              EMPTY ,
	input               CLK , 
	input               RSTB
);
reg	 [Ddepth-1:0]   wr_addr, nwr_addr;
reg	 [Ddepth-1:0]   rd_addr, nrd_addr;
reg	 [Ddepth  :0]   count, ncount;
reg	 [Dwidth-1:0]	fiforeg [0:2^Ddepth-1];
always @(WRITE or READ or count) begin
	if (WRITE && ~READ) ncount = count + 1;
	else if (~WRITE & READ) ncount = count - 1;
	else ncount = count;
end
always @( WRITE or wr_addr or READ or rd_addr ) begin
	nwr_addr = wr_addr;
	if (WRITE) begin
		nwr_addr = wr_addr + 1;
	end 
end
always @( WRITE or wr_addr or READ or rd_addr ) begin
	nrd_addr = rd_addr;
	if (READ) begin
		nrd_addr = rd_addr + 1;
	end 
end
always @(posedge CLK or negedge RSTB) begin
    if (~RSTB) begin
		wr_addr			<= 0;
		rd_addr			<= 0;
		count			<= 0;
    end
    else begin
		wr_addr			<= nwr_addr;
		rd_addr			<= nrd_addr;
		count			<= ncount;
    end
end
always @(posedge CLK) begin
	if (WRITE) begin
    	fiforeg[wr_addr]	<= WR_DATA;
	end
end
assign	FULL		= count[Ddepth] ? 1'b1 : 1'b0;
assign	EMPTY		= (count == 0)  ? 1'b1 : 1'b0;
assign  RD_DATA     = fiforeg[rd_addr];
endmodule
==> flow/run.sh <==
#!/bin/bash
# OpenROAD 26Q1-2900-gdf79404cd8, Yosys 0.63+post, stock flow scripts
make -C /OpenROAD-flow-scripts/flow DESIGN_CONFIG=/design/flow/config.mk WORK_HOME=/design/flow/orfs finish
==> flow/config.mk <==
export PLATFORM = sky130hd
export DESIGN_NAME = sync_fifo
export DESIGN_NICKNAME = sync_fifo
export VERILOG_FILES = /design/flow/design.v
export SDC_FILE = /design/flow/constraint.sdc
export NUM_CORES = 4
export LEC_CHECK = 1
export CORE_UTILIZATION = 40
==> flow/constraint.sdc <==
current_design sync_fifo

set clk_period 3.2
set clk_io_pct 0.2

create_clock -name clk0 -period $clk_period [get_ports {CLK}]

set non_clock_inputs [all_inputs -no_clocks]
set_input_delay [expr $clk_period * $clk_io_pct] -clock clk0 $non_clock_inputs
set_output_delay [expr $clk_period * $clk_io_pct] -clock clk0 [all_outputs]
==> results.yml <==
# generated from flow reports
power:
  power_mw: 2.764
  internal-power_mw: 2.104
  p_leak_nw: 1.181
  powerDensity_nw_per_um2: 816.0
  ir_worst_vdd_mv: 0.4463
  p_switching_mw: 0.6603
  p_seq_frac: 0.482
  swShare: 0.2389
  pwr-share-clk: 0.226
  power.share.combinational: 0.292
clock_network:
  htree_levels: 3
  cts_hold_buf: 0
  clockBufferDepth: 2
  cts_resized: 0
  numCtsBuffers: 9
  cts_tree: "yes"
  postCtsSetupRepairBufs: 0
  cts_root_buf: "clkbuf_8"
  cts_sinks: 71
  clk_pin_slew_ns: 0.06
  worst_skew_pair.late_latency_ns: 0.33
critical_path:
  r2r_slack_ns: 1.82
  slowest_delay_ns: 0.84
  startpoint: "rd_addr[1]"
  start_kind: "flop"
  critPathArrivalTime_ns: 2.01
  r2r_cells: 4
  cp_top_family: "flip-flops"
  crit-reg2reg-launch: "wr_addr[0]"
  worstSetupPathType: "flop to output port"
  cp_num_buf_inv: 1
  worstPathCellList: "mux4_2 > clkdlybuf4s50_1"
  cp.required_ns: 2.56
  slowest_stage: "dfrtp_1"
  reg2reg_to: "fiforeg[0][0]"
  cp_max_fo: 17
  critical_path.endpoint_type: "output port"
grt:
  grt_pass1_wl_mm: 6.706
  grt_max_degree: 18
  overflow: 0
  first_global_vias: 1402
  grt_usage: 0.1372
  antenna_found_initial: 0
worst_hold_path:
  hold_path_end: "count[2]"
  hold_path_class: "flop to flop"
  hold_depth: 1
  min-delay-start: "count[2]"
sta:
  worst_pin_slew_ns: 0.7651
  hold_viol_final: 0
  relSlewSlack: 0.4900
  min_period_ns: 2.652
  finalSetupViolCount: 0
  rsz0062_at_grt: "false"
  final.period_utilization: 0.8289
  skew_ns: 0.005506
  fmax_mhz: 377.0
  slew_violations: 0
  tns_ns: 0
place:
  hpwl_mm: 2.545
  gp_congestion: 0.6856
  portBuffers: 37
  dp.cells: 233
logic_synthesis:
  netlist_area_um2: 2736
  syn-instance-count: 117
  synth_warnings: 1
  ys_cells: 117
  postSynthAreaPerCell_um2: 23.39
  ys_seq_share: 0.7663
  ys_area_um2: 2736
  ys.flops: 71
  ys_types: 18
route:
  antenna-diode-count: 0
  wirelength_mm: 4.116
  firstDrtPassIters: 5
  vias: 1245
  ant_nets: 0
  drt-initial-drc-count: 40
  wl_per_cell_um: 16.53
  route.detailed.drc: 0
  viasPerCell: 5.000
floorplanning:
  die_h_um: 84.71
  die_w_um: 84.71
  core_um2: 6459
  core_util_floorplan: 0.4237
  io_pins: 38
  num_rows: 29
  chipArea_um2: 7176
outcome:
  status: "finished clean"
layout:
  mostFrequentLayoutCell: "edfxtp_1"
  area_growth_pct: 23.78
  layout.cells.non_filler: 249
  final_cell_mix: "64 x edfxtp_1, 37 x clkdlybuf4s50_1, 12 x clkbuf_8"
  drive_above_1_share: 0.1570
  final_util: 0.5244
job:
  drv_cap: 0
  warnings: 28
==> synth_stat cells <==
cell / count / area (um^2)
edfxtp_1: 64 / 1922
mux4_1: 8 / 210.2
mux4_2: 8 / 180.2
dfrtp_1: 7 / 175.2
ha_1: 5 / 62.56
and2_1: 4 / 25.02
inv_1: 4 / 15.01
xor2_1: 4 / 35.03
buf_2: 2 / 10.01
nand2_1: 2 / 7.510
xnor2_1: 2 / 17.52
buf_12: 1 / 20.02
buf_6: 1 / 11.26
fa_1: 1 / 20.02
mux2_2: 1 / 11.26
nor2_1: 1 / 3.750
nor3_1: 1 / 5.000
o21ai_0: 1 / 5.000
==> state kept, by name, summed over array words and instances, names as in the netlist <==
name,count
fiforeg,64
rd_addr,2
count,3
wr_addr,2
==> area by class of cell <==
| cell class | count | area, um^2 |
|---|---|---|
| multi-input combinational | 38 | 583.1 |
| clock inverter | 1 | 3.754 |
| sequential | 71 | 2097 |
| timing repair buffer | 43 | 415.4 |
| fill | 498 | 3072 |
| tap | 77 | 96.34 |
| clock buffer | 15 | 176.4 |
| inverter | 4 | 15.01 |
==> cell families after synthesis <==
family / share of synthesized area
flip-flops: 0.7663
multiplexers: 0.1468
buffers and inverters: 0.02057
AND/OR/NAND/NOR: 0.01509
XOR/XNOR: 0.01920
adder cells (fa/ha/maj): 0.03018
AND-OR/OR-AND: 0.001827
==> stage by stage <==
stage | setup slack, ns | hold slack, ns | cell area, um^2
3_3_place_gp | 0.8347 | 0.4870 | 3207
2_1_floorplan | 1.495 | 0.3444 | 2736
6_report | 0.5475 | 0.5074 | 3387
5_1_grt | 0.4249 | 0.5308 | 3387
3_5_place_dp | 0.7880 | 0.4936 | 3207
4_1_cts | 0.4689 | 0.5104 | 3387
==> worst register-to-register path: cells and delay by family (launching register included) <==
kind | cells | cell delay [ns]
fa+ha+maj | 1 | 0.14
buf+inv | 2 | 0.38
flops | 1 | 0.42
simple gates | 1 | 0.12
==> power groups by stage <==
stage	Clock, mW	Sequential, mW	Combinational [mW]
after global routing	0.682	1.36	0.889
after CTS	0.643	1.34	0.832
final	0.624	1.33	0.808
==> worst max-delay path by stage <==
stage	slack, ns	cells after the start	end
6_report	0.55	2	RD_DATA[8]
5_1_grt	0.42	2	RD_DATA[8]
4_1_cts	0.47	2	RD_DATA[1]
==> routing by layer <==
metal | track usage | share of wire | vias up
met5 | 0 | 0 | -
met4 | 0.04314 | 0.035 | 0
met3 | 0.06972 | 0.10 | 15
met2 | 0.2025 | 0.49 | 66
met1 | 0.1966 | 0.38 | 588
li1 | - | - | 576
Power is estimated from default activity; no workload was simulated.
